<file path="flow/design.v">
`timescale 1ns / 1ps
module PWM_module(
    input clock,
    input SW0,
    input SW1,
    input SW2,
    input SW3,
    input SW4,
    input SW5,
    input SW6,
    input SW7,
    input reset, 
    input cin, 
    input cin2,      
    output PWM1,
    output PWM2,   
    output a, b, c, d, e, f, g,  
    output [3:0] an    
    );
        localparam N = 20;        
        reg [N-1:0] counter;  
        reg [19:0] width;     
        reg temp_PWM1;
        reg temp_PWM2;
        reg [6:0] temp_sseg;
        reg [3:0] temp_an;
        reg [6:0]sseg;  
        initial begin
            counter = 0;
            width = 0;
            temp_PWM1 = 0;
            temp_PWM2 = 0;
        end
        always@(posedge clock) begin
         if(reset)
              counter <= 0;
         else
              counter <= counter + 1;
         if (SW0 == 0) begin              
                temp_PWM2 <= 0;                                                                       
            if (counter < width)
                temp_PWM1 <=1;
            else
                temp_PWM1 <=0;
          end
         if (SW0 == 1) begin              
                temp_PWM1 <=0;                                                                      
            if (counter < width)
                temp_PWM2 <=1;
            else
                temp_PWM2 <=0;
          end
        end
        always @ (*) begin
            if (SW1 == 1) begin               
                    width = 20'd262143;           
                end
            if (SW2 == 1) begin               
                    width = 20'd393215;           
                end
            if (SW3 == 1) begin               
                    width = 20'd524076;           
                end
            if (SW4 == 1) begin               
                    width = 20'd655359;           
                end
            if (SW5 == 1) begin               
                    width = 20'd786431;           
                end
            if (SW6 == 1) begin               
                    width = 20'd917503;           
                end
            if (SW7 == 1) begin               
                    width = 20'd1048575;          
                    end                  
            if ((SW1 == 0 && SW2 == 0 && SW3 == 0 && SW4 == 0 && SW5 == 0 && SW6 == 0 && SW7 == 0)) begin  
                width = 20'd0;                   
            end                           
         end
        always @ (*) begin            
            case(counter[N-1:N-2])               
               2'b00 :   
                begin                 
                 temp_an = 4'b1110;
                 if (SW1 == 1 || SW2 == 1 || SW3 == 1 || SW4 == 1 || SW5 == 1 || SW6 == 1 || SW7 == 1) begin 
                     case(SW0)                      
                         1'd0 : temp_sseg = 7'b0001110;  
                         1'd1 : temp_sseg = 7'b0000011;  
                     default : temp_sseg = 7'b0111111;  
                       endcase
                end 
                else begin
                    temp_sseg = 7'b0111111;
                end
                end
               2'b01:   
                begin
                 temp_an = 4'b1101;
                 temp_sseg = 7'b0001000;  
                end
               2'b10:   
                begin
                 temp_an = 4'b1011;
                 temp_sseg = 7'b1111001;    
                end
               2'b11:   
                begin
                 temp_an = 4'b0111;
                 if(cin || cin2) begin
                    temp_sseg = 7'b0010000;   
                 end
                 else begin
                    temp_sseg = 7'b1000001;   
                 end
                end
              endcase
         end
        assign PWM1 = temp_PWM1;
        assign PWM2 = temp_PWM2;
        assign {g, f, e, d, c, b, a} = temp_sseg; 
        assign an = temp_an;
endmodule
</file>
<file path="flow/run.sh">
#!/bin/bash
# OpenROAD 26Q1-2900-gdf79404cd8, Yosys 0.63+post, stock flow scripts
make -C /OpenROAD-flow-scripts/flow DESIGN_CONFIG=/design/flow/config.mk WORK_HOME=/design/flow/orfs finish
</file>
<file path="flow/config.mk">
export PLATFORM = sky130hd
export DESIGN_NAME = PWM_module
export DESIGN_NICKNAME = PWM_module
export VERILOG_FILES = /design/flow/design.v
export SDC_FILE = /design/flow/constraint.sdc
export NUM_CORES = 4
export LEC_CHECK = 1
export CORE_AREA = 10 10 95 95
export DIE_AREA = 0 0 105 105
</file>
<file path="flow/constraint.sdc">
current_design PWM_module

set clk_period 2.2
set clk_io_pct 0.2

create_clock -name clk0 -period $clk_period [get_ports {clock}]

set non_clock_inputs [all_inputs -no_clocks]
set_input_delay [expr $clk_period * $clk_io_pct] -clock clk0 $non_clock_inputs
set_output_delay [expr $clk_period * $clk_io_pct] -clock clk0 [all_outputs]
</file>
==> impl_report.txt <==
==== FLOW RESULTS ====
----------------------------------------------------
[Status]
  Outcome ........................ finished clean

[Logic synthesis]
  Warnings from Yosys ........................ 1
  Mapped Cells ........................ 187
  Top FF cell, synth ........................ dfxtp_1
  Number of library cell types mapped by synthesis ........................ 40
  Number of enable-type register cells in the synthesized netlist ........................ 0
  Fraction of synthesis flops using an asynchronous set or reset pin ........................ 0%
  Number of cells in Yosys stat ........................ 187
  Cell area after synthesis ........................ 0.00158 sq mm
  Chip area estimate from yosys synthesis ........................ 0.00158 sq mm
  Synthesized area divided by synthesized cell count ........................ 8.46 sq um
  Count of state elements after synthesis ........................ 22
  Sequential-to-total area share from yosys stat ........................ 27.8%

[STA]
  Setup TNS ........................ 0 ps
  Max transition margin ........................ 76.1%
  Final count of negative-setup-slack endpoints ........................ 0
  Hold Slack ........................ 509 ps
  Clock period minus final worst setup slack ........................ 2140 ps
  Final Max-Slew Violation Tally ........................ 0
  Achievable Freq ........................ 466 MHz
  Cycle use final ........................ 97.4%
  Setup skew after layout ........................ 6.74 ps
  Least setup slack across all paths after layout ........................ 56.2 ps
  Total count of hold-check failures in the final report ........................ 0
  Worst Max-Slew Pin Slew ........................ 356 ps
  Unrepaired setup endpoints after global routing ........................ true

[GRT]
  Number of antenna violations at the first check in global routing ........................ 0
  Residual overflow from global routing ........................ 0
  Largest net degree at the start of global routing ........................ 21
  Global-route wire length before repair ........................ 6260 um
  Global Route Usage Sum ........................ 6.46%
  Number of global-route vias before repair ........................ 1,355

[Floorplan]
  Core Util at FP ........................ 22.9%
  Floorplan die height ........................ 105 um
  Core box area ........................ 0.00691 sq mm
  Die width ........................ 105 um
  Num ports ........................ 25
  Total die size ........................ 0.0110 sq mm
  Site row count ........................ 30

[Pwr]
  Total power divided by cell area ........................ 378 mW/mm^2
  Worst vdd ir ........................ 0.187 mV
  Net switching power ........................ 179 uW
  Leakage power total ........................ 0.994 nW
  Share of total power in the clock network ........................ 43.2%
  Switching share of power ........................ 20.4%
  Total power draw ........................ 877 uW
  Internal power ........................ 699 uW
  Combinational cell fraction of total power ........................ 9.8%
  Sequential power share ........................ 47.0%

[Detailed routing]
  Antenna Violating Nets Remaining ........................ 0
  Number of design rule violations left after detail routing ........................ 0
  Routed length per placed instance ........................ 11.3 um
  Number of diodes ........................ 0
  Number of iterations in the first detailed-routing pass ........................ 4
  Post-DR vias/cell ........................ 4.46
  Total Routed Length ........................ 3690 um
  1st-iter DRT viols ........................ 53
  Via Count ........................ 1,460

[Run]
  OpenROAD warnings ........................ 32
  Max Cap Violations ........................ 0

[Worst setup path]
  Critical path class ........................ in2reg
  R2R setup slack ........................ 310 ps
  Critical Path Fanout Max ........................ 5
  Worst Path Required ........................ 2380 ps
  Critical path arrival ........................ 2330 ps
  Worst Setup End Kind ........................ register
  Category of the worst setup path launch point ........................ primary input

[CTS]
  TritonCTS clock tree ........................ yes
  Number of clock sinks ........................ 22
  Clk ins delay skew pair ........................ 260 ps
  Number of buffers inserted during clock tree synthesis ........................ 3
  H-tree level count ........................ 1
  Longest Clk Path Bufs ........................ 2
  Root Driver ........................ clkbuf_8
  Clock slew at reported path FFs ........................ 90 ps

[Placed design]
  Input/output buffers ........................ 24
  Worst slack at placement ........................ -616 ps
  RD Place Congestion ........................ 0.748
  Post-DP HPWL ........................ 2760 um

[Worst hold path]
  Class of the most critical hold timing path ........................ reg2reg

[Finish]
  Area growth, synth to finish ........................ 46.6%
  Filler cell count in the final layout ........................ 716
  Most instantiated logic cell after routing ........................ dfxtp_1
  Fraction of layout instances using a drive strength above 1 ........................ 21.6%
  Most numerous logic cells after layout ........................ 22 x dfxtp_1, 20 x ha_1, 17 x nor2_1

----------------------------------------------------
## per-layer routing
layer	vias to the layer above	share of wire, %	GRT usage (%)
met5	-	0	0
met4	0	0.89	0.882
met3	2	3.5	1.43
met2	26	40	9.48
met1	654	56	9.64
li1	778	-	-
## final timing paths
kind	startpoint	to	cells after the start
worst min-delay path	counter[0]	counter[0]	1
worst max-delay path	SW6	temp_PWM2	10
worst max register to register	counter[2]	counter[15]	4
worst min register to register	counter[0]	counter[0]	1
## synth_stat cells (2+ instances only)
library cell  count  area share (%)
nand3_1           9             2.8
o21ai_0           6             1.9
nor4_1            4             1.6
inv_1            12             2.8
nand4_1           6             2.4
dfxtp_1          22              28
a21oi_1          15             4.7
nand2_1          12             2.8
and4_1            2             1.1
a211o_1           2             1.1
xnor2_1           5             2.8
nor2_1           18             4.3
nor3_1            4             1.3
ha_1             26              21
and2_1            2            0.79
or4_1             6             2.8
or3_1             2            0.79
o31ai_1           6             2.8
a21o_1            2            0.95
xor2_1            6             3.3
## final cells by class
class | instances | area (sq um) | share of cell area, %
clock buffers | 3 | 41.3 | 1.78
multi-input cells | 149 | 1210 | 52.3
clock inverters | 1 | 30.0 | 1.29
flip-flops and latches | 22 | 440 | 19.0
well taps | 96 | 120 | 5.18
repair buffers | 44 | 425 | 18.3
inverters | 12 | 50.0 | 2.16
## power groups by stage
stage / Clock (mW) / Sequential, mW / Combinational, mW
CTS: 0.394 / 0.412 / 0.0808
global route: 0.406 / 0.413 / 0.0960
finish: 0.379 / 0.412 / 0.0860
## logic make-up after synthesis
family / count (synthesis) / synth area share, %
mux: 1 / 0.632
xor+xnor: 11 / 6.09
simple gates: 72 / 24.5
flops: 22 / 27.8
buf+inv: 16 / 4.58
compound gates: 39 / 15.8
fa+ha+maj: 26 / 20.6
## per-stage QoR
step,std cells,area (sq um),util (%)
6_report,327,2320,33.6
5_1_grt,327,2320,33.6
4_1_cts,326,2180,31.6
3_5_place_dp,320,2080,30.1
3_3_place_gp,320,2080,30.1
2_1_floorplan,187,1620,-
## worst max-delay path, stage by stage
cell and delay, ps:
buf_8 100, nor4_4 300, nand2_2 130, clkinv_4 90, buf_8 120, ha_1 260
a41oi_2 180, o21ai_0 110, a221o_1 360, nor4b_2 250
## registers in the layout, indices dropped and copies added, names as in the netlist
name,count
temp_PWM1,1
temp_PWM2,1
counter,20
## timing repair
action / in CTS / in global routing
hold buffers: 0 / 0
buffers inserted: 2 / 0
gates cloned: 0 / 1
endpoints found under the setup margin: 7 / 5
resized: 31 / 25
pin swaps: 4 / 10
Power is estimated from default activity; no workload was simulated.
